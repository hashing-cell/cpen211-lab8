[design/flow/constraint.sdc]
current_design shifter

set clk_period 2.0
set clk_io_pct 0.2

create_clock -name clk0 -period $clk_period

set non_clock_inputs [all_inputs -no_clocks]
set_input_delay [expr $clk_period * $clk_io_pct] -clock clk0 $non_clock_inputs
set_output_delay [expr $clk_period * $clk_io_pct] -clock clk0 [all_outputs]
[design/flow/design.v]
module shifter(in,shift,sout);
	input [15:0] in;
	input [1:0] shift;
	output [15:0] sout;
	reg [15:0] sout;
	always @* begin
		case (shift) 
			2'b00: sout = in;
			2'b01: sout = in << 1;
			2'b10: sout = in >> 1;
			2'b11: sout = {in[15], in[15], in[14], in[13], in[12], in[11], in[10], in[9], 
											in[8], in[7], in[6], in[5], in[4], in[3], in[2], in[1]};
			default: sout = 16'bxxxxxxxxxxxxxxxx;
		endcase
	end
endmodule 
[design/flow/config.mk]
export PLATFORM = sky130hd
export DESIGN_NAME = shifter
export DESIGN_NICKNAME = shifter
export VERILOG_FILES = /design/flow/design.v
export SDC_FILE = /design/flow/constraint.sdc
export NUM_CORES = 4
export LEC_CHECK = 1
export CORE_AREA = 10 10 70 70
export DIE_AREA = 0 0 80 80
[design/flow/run.sh]
#!/bin/bash
# OpenROAD 26Q1-2900-gdf79404cd8, Yosys 0.63+post, stock flow scripts
make -C /OpenROAD-flow-scripts/flow DESIGN_CONFIG=/design/flow/config.mk WORK_HOME=/design/flow/orfs finish
==> results.py <==
# Physical implementation metrics
metrics = {
    "route": {
        "detail_route.drc_violations": 0,
        "drt_first_pass_iters": 2,
        "vias": 472,
        "vias_per_cell": 3.60,
        "count_of_antenna_violating_nets_left_after_detailed_routing": 0,
        "antennaDiodeCount": 0,
        "detail_route.wirelength_um": 1540,
        "starting_drc_count_in_detailed_routing": 7,
        "avgRoutedWirePerCell_um": 11.8,
    },
    "yosys": {
        "synthDominantCellAreaShare_pct": 39.4,
        "simple_gate_area_share_pct": 15.8,
        "synth_cell_types": 11,
        "mux_share_pct": 42.6,
        "synth-seq-area-share_pct": 0,
        "synthesis.yosys.warnings": 1,
        "synth.avg_cell_area_um2": 6.97,
        "cells_after_synth": 51,
        "topCombFamilyByArea": "multiplexers",
        "post_synth_xor_area_fraction_pct": 0,
        "yosys.area_share.adder_pct": 0,
        "yosysCellCount": 51,
        "synth_compound_gate_area_share_pct": 24.6,
        "synth.cell_area_um2": 355,
        "yosys.area.top_type": "sky130_fd_sc_hd__mux2i_1",
        "post_synthesis_chip_area_from_yosys_um2": 355,
        "area_leaders": "sky130_fd_sc_hd__mux2i_1 (39%), sky130_fd_sc_hd__nand2_1 (15%), sky130_fd_sc_hd__o21ai_1 (13%)",
    },
    "layout": {
        "n_clock_buffer": 0,
        "end_of_flow_core_utilization_pct": 22.2,
        "fill_cells": 392,
        "final-seq-area_um2": 0,
        "multiInputGateArea_um2": 295,
        "most_instantiated_logic_cell_after_routing": "sky130_fd_sc_hd__dlygate4sd2_1",
        "final_cell_mix": "sky130_fd_sc_hd__dlygate4sd2_1 (15), sky130_fd_sc_hd__mux2i_1 (14), sky130_fd_sc_hd__nand2_1 (14)",
        "final_layout_size_suffix_gt1_share_pct": 7.06,
        "sequential_cell_total": 0,
        "flow.area_growth_from_synthesis_pct": 114,
    },
    "final_timing": {
        "hold_viol": 0,
        "worst_hold_slack_ps": 1200,
        "setup_viol": 0,
        "max-slew-margin-rel_pct": 90.9,
        "max_slew.worst_pin.slew_ps": 133,
        "rsz_0062_raised_after_global_routing": "false",
        "max_freq_mhz": 518,
        "min_period_ps": 1930,
        "finalCritPeriodShare_pct": 96.5,
        "timing_max_transition_violations_final": 0,
    },
    "min_path": {
        "hold_path.startpoint": "in[13]",
        "worstHoldPathCells": 4,
        "worstHoldPathType": "in2out",
        "hold_end": "sout[14]",
    },
    "placement": {
        "hpwl_after_detailed_placement_um": 1280,
        "place.gp.congestion": 0.681,
        "portBuffers": 34,
    },
    "power": {
        "internal_power_mw": 0.0983,
        "cell_pwr_density_mw_per_mm2": 196,
        "total_power_mw": 0.149,
        "peakVddDrop_v": 0.0000619,
        "switching_share_pct": 34.0,
        "power.static_leakage_nw": 0.402,
        "comb_power_share_pct": 100.0,
        "seqPwrFrac_pct": 0,
        "total_switching_power_mw": 0.0507,
        "clk_pwr_share_pct": 0,
    },
    "floorplanning": {
        "initCoreUtil_pct": 10.4,
        "die_height_um": 80,
        "die_width_um": 80,
        "chipArea_mm2": 0.00640,
        "core-area_mm2": 0.00342,
        "num_rows": 21,
        "number_of_ports_placed_on_the_die_boundary": 34,
    },
    "global_route": {
        "first_pass_grt_wire_length_um": 2390,
        "grt_pass1_vias": 472,
        "global_route.overflow_total": 0,
        "grt_use_total_pct": 4.62,
        "antenna_found_initial": 0,
        "grt_max_degree": 17,
    },
    "critical_path": {
        "worstPathRequired_ps": 1600,
        "worst-path-max-fanout": 2,
        "setup.worst_path.start_class": "input port",
        "timing_worst_setup_path_type": "in2out",
        "crit_end_element": "output port",
        "crit_arrival_ps": 1530,
    },
    "cts": {
        "cts_setup_buffers": 0,
    },
    "job": {
        "cap_viol_max_count": 0,
        "number_of_logged_tool_warnings": 32,
    },
    "status": {
        "run_status": "complete, no violations",
    },
}
worst max-delay path: stages:
cell and delay (ps):
sky130_fd_sc_hd__clkdlybuf4s50_1 420, sky130_fd_sc_hd__mux2_1 290, sky130_fd_sc_hd__a22o_1 180, sky130_fd_sc_hd__dlygate4sd2_1 250
layout make-up:
| cell class | instances | area share, % |
|---|---|---|
| repair buffers | 39 | 53.5 |
| multi-input cells | 46 | 38.9 |
| well taps | 46 | 7.58 |
through the flow:
step	TNS (ps)	cells	worst slack (ps)	instance area, µm²
6_report	0	131	69.2	759
5_1_grt	0	131	12.4	759
4_1_cts	0	131	0.610	744
3_5_place_dp	-3230	130	-267	736
3_3_place_gp	-3070	130	-248	736
2_1_floorplan	0	51	736	355
Yosys cell counts, drive strengths merged:
cell and instances:
a22o 2, o21ai 14, mux2i 14, nand2 14, mux2 1, buf 4, clkbuf 1, nor2 1
layer usage:
layer | global-route usage (%) | share of wire (%)
met1 | 5.74 | 44
met2 | 8.51 | 51
met3 | 0.795 | 4.7
met4 | 0 | 0
met5 | 0 | 0
cells by family (layout without fill, tap and decap cells):
kind of cell / count (synthesis) / after routing
buffers and inverters: 5 / 39
AND/OR/NAND/NOR: 15 / 15
multiplexers: 15 / 15
AND-OR/OR-AND: 16 / 16
power by group through the flow:
| stage | Combinational [mW] | Sequential (mW) | Clock [mW] |
|---|---|---|---|
| 4_1_cts | 0.156 | 0 | 0 |
| 5_1_grt | 0.167 | 0 | 0 |
| 6_report | 0.149 | 0 | 0 |
worst max path at each step:
stage / slack, ps / end / start / cells after the start
6_report: 70 / sout[15] / in[15] / 4
5_1_grt: 10 / sout[4] / shift[1] / 5
4_1_cts: 0.6 / sout[10] / in[10] / 4
what timing repair did:
item | CTS | global route
gates resized | 23 | 6
cloned | 1 | 0
pin swaps | 1 | 1
hold buffers | 0 | 0
setup endpoints to repair | 16 | 6
Power figures rest on the tool's default switching activity, not on a simulated workload.
