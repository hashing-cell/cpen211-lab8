### flow/design.v
module ALU(Ain,Bin,ALUop,out,outFlag);
	input [15:0] Ain, Bin;
	input [1:0] ALUop;
	output [15:0] out;
	output [2:0] outFlag;
	reg [15:0] out;
	wire [15:0] postaddsub;
	reg [2:0] outFlag;
	wire ovrflw;
	AddSubOverflow overflow(Ain, Bin, ALUop[0], postaddsub, ovrflw);
	always @* begin
		case (ALUop) 
			2'b00: out = postaddsub;
			2'b01: out = postaddsub;
			2'b10: out = Ain & Bin;
			2'b11: out = ~Bin;
			default: out = 16'bxxxxxxxxxxxxxxxx;
		endcase
		if (out == 16'b0000000000000000) 
			outFlag[0] = 1'b1;
		else 
			outFlag[0] = 1'b0;
		if(out[15] == 1'b1)
			outFlag[1] = 1'b1;
		else
			outFlag[1] = 1'b0;
		if(ovrflw == 1'b1 && (ALUop == 2'b00 || ALUop == 2'b01))
			outFlag[2] = 1'b1;
		else
			outFlag[2] = 1'b0;  	
	end
endmodule
module AddSubOverflow(a,b,sub,s,ovf) ;
  parameter n = 16;
  input [n-1:0] a, b ;
  input sub ;            
  output [n-1:0] s ;		 
  output ovf ;           
  wire c1, c2 ;          
  wire ovf = c1 ^ c2 ;   
  Adder1 #(n-1) ai(a[n-2:0],b[n-2:0]^{n-1{sub}},sub,c1,s[n-2:0]);
  Adder1 #(1)   as(a[n-1],b[n-1]^sub,c1,c2,s[n-1]);
endmodule
module Adder1(a,b,cin,cout,s) ;
  parameter n = 8 ;
  input [n-1:0] a, b ;
  input cin ;
  output [n-1:0] s ;
  output cout ;
  wire [n-1:0] s;
  wire cout ;
  assign {cout, s} = a + b + cin ;
endmodule 
### flow/run.sh
#!/bin/bash
# OpenROAD 26Q1-2900-gdf79404cd8, Yosys 0.63+post, stock flow scripts
make -C /OpenROAD-flow-scripts/flow DESIGN_CONFIG=/design/flow/config.mk WORK_HOME=/design/flow/orfs finish
### flow/config.mk
export PLATFORM = sky130hd
export DESIGN_NAME = ALU
export DESIGN_NICKNAME = ALU
export VERILOG_FILES = /design/flow/design.v
export SDC_FILE = /design/flow/constraint.sdc
export NUM_CORES = 4
export LEC_CHECK = 1
export CORE_AREA = 10 10 86 86
export DIE_AREA = 0 0 96 96
### flow/constraint.sdc
current_design ALU

set clk_period 12.1
set clk_io_pct 0.2

create_clock -name clk0 -period $clk_period

set non_clock_inputs [all_inputs -no_clocks]
set_input_delay [expr $clk_period * $clk_io_pct] -clock clk0 $non_clock_inputs
set_output_delay [expr $clk_period * $clk_io_pct] -clock clk0 [all_outputs]
==> impl_metrics.py <==
# Generated from Yosys and OpenROAD reports
metrics = {
    "place": {
        "port_buffers": 53,
        "gp_congestion": 0.8474,
        "dp_hpwl_um": 3789,
    },
    "run": {
        "warnings": 32,
        "maxCapViolCount": 0,
    },
    "worst_setup_path": {
        "path_class": "input port to primary output",
        "worstSetupStartpoint": "ALUop[0]",
        "critPathLaunchType": "input port",
        "critPathMaxFanout": 30,
        "required_ns": 9.68,
        "cp-end-kind": "primary output",
        "worstPathArrival_ns": 6.97,
        "crit_path_end": "outFlag[0]",
    },
    "synth": {
        "ys_types": 65,
        "syn_avg_cell_area_um2": 7.189,
        "netlist_area_mm2": 0.001582,
        "synth_cells": 220,
        "yosys_area_mm2": 0.001582,
        "synth_warnings": 1,
        "postSynthSeqShare": 0,
        "ys_cells": 220,
    },
    "clocking": {
        "cts_hold_buf": 0,
        "cts_setup_buffers": 0,
        "cts-resized-gates": 0,
    },
    "routing": {
        "wl_met3_um": 318,
        "dr_wl_met2_um": 2098,
        "final_antenna_net_count": 0,
        "via_count": 1680,
        "drc_errors": 0,
        "wl_met1_um": 2233,
        "viasPerCell": 5.045,
        "topRoutingLayerUsed": "met3",
        "dr.pass1.iters": 4,
        "insertedDiodeCount": 0,
        "routedWlPerCell_um": 13.96,
        "wirelength_um": 4650,
        "drt_iter0_drc": 65,
    },
    "grt": {
        "grt_max_degree": 41,
        "overflow": 0,
        "track_usage": 0.09812,
        "grt_pass1_wl_um": 7548,
        "grt_pass1_vias": 1579,
        "antenna_found_initial": 0,
    },
    "floorplanning": {
        "io_pins": 53,
        "core_mm2": 0.005540,
        "die_h_um": 96,
        "dieArea_mm2": 0.009216,
        "die_w_um": 96,
        "fp_util": 0.2855,
        "num_rows": 27,
    },
    "hold_path": {
        "whs_path_depth": 4,
        "hp-class": "input port to primary output",
    },
    "final_timing": {
        "relSlewSlack": 0.6782,
        "worstMarginPinSlew_ns": 0.4786,
        "finalClockPeriodUsage": 0.7757,
        "grt_setup_unrepaired": "no",
        "setup_viol": 0,
        "period_needed_ns": 9.385,
        "drv_slew": 0,
        "max_freq_mhz": 106.5,
        "hold_violations": 0,
        "timing.hold.ws_ns": 5.887,
        "setup_tns_ns": 0,
    },
    "final_layout": {
        "flop_area_um2": 0,
        "fin_util": 0.3844,
        "ff_count": 0,
        "area_delta_synth_final_pct": 34.65,
        "drive_above_1_share": 0.07663,
        "nClkBuffers": 0,
    },
    "power_and_ir_drop": {
        "p_leak_nw": 0.8621,
        "worst_ir_drop_vdd_mv": 0.02191,
        "pwr_density_cell_mw_per_mm2": 61.10,
    },
    "status": {
        "status": "completed",
    },
}
metrics by stage:
stage	area, µm²	setup slack, ns	cells	power [mW]
final	2130	2.715	333	0.1301
after global routing	2130	2.301	333	0.1466
after CTS	2130	2.662	333	0.1316
after detailed placement	2130	2.681	333	0.1308
after global placement	2130	2.774	333	0.1312
after floorplan	1582	3.608	220	0.08113
per-layer routing:
layer  up-vias  global-route usage
met5         -                   0
met2        33              0.1586
li1        903                   -
met3         0             0.01965
met4         0                   0
met1       744              0.1400
worst min-delay path by stage:
stage / to / startpoint
4_1_cts: out[15] / Ain[15]
6_report: outFlag[1] / Ain[15]
5_1_grt: out[15] / Ain[15]
cell usage in the layout (no fill, tap or decap), types with 7 or more instances in the layout:
master / instances
clkdlybuf4s50_1: 53
xor2_1: 16
mux2i_1: 9
nor2_1: 14
ha_1: 14
inv_1: 10
a21oi_1: 14
o21ai_0: 17
nand2_1: 24
nand3_1: 7
cell type report:
type / instances / area (µm²)
fill: 602 / 3411
inverter: 10 / 37.54
multi-input combinational: 196 / 1456
tap: 72 / 90.09
timing repair buffer: 55 / 545.5
critical path: stages:
cell and delay, ns:
clkdlybuf4s50_1 0.46, buf_4 0.39, xor2_1 0.20, ha_1 0.32, a21oi_2 0.27, o22ai_2 0.14
a221oi_1 0.45, o21ai_1 0.17, a31oi_1 0.32, fa_1 0.21, nor2b_1 0.13, a31oi_1 0.07
nor2_1 0.14, o2111ai_1 0.13, nor4_2 0.21, nand4bb_1 0.15, nor4_2 0.26, clkdlybuf4s50_1 0.51
Yosys cell counts (all sizes together) (3+ instances only):
library cell | n | area share
nand2 | 24 | 0.057
o21ai | 18 | 0.057
xor2 | 16 | 0.089
a21oi | 15 | 0.050
ha | 14 | 0.11
nor2 | 14 | 0.033
inv | 10 | 0.024
mux2i | 10 | 0.066
buf | 9 | 0.031
nand3 | 7 | 0.022
and3 | 6 | 0.028
a31oi | 5 | 0.020
clkbuf | 5 | 0.025
xnor2 | 5 | 0.028
nand2b | 4 | 0.016
nand3b | 4 | 0.027
nor3 | 4 | 0.013
nor4 | 4 | 0.024
mux2 | 3 | 0.024
nor2b | 3 | 0.017
o2111ai | 3 | 0.017
report_power, final:
part / total [mW] / switching, mW / leakage, nW / internal [mW]
Sequential: 0 / 0 / 0 / 0
Combinational: 0.130 / 0.0620 / 0.862 / 0.0682
Clock: 0 / 0 / 0 / 0
cell families (layout without fill, tap and decap cells):
logic type | Yosys count | in the layout | synth area share
simple gates | 82 | 82 | 0.2951
compound gates | 64 | 64 | 0.2840
buf+inv | 24 | 65 | 0.07911
xor+xnor | 21 | 21 | 0.1163
fa+ha+maj | 16 | 16 | 0.1361
mux | 13 | 13 | 0.08940
Power figures rest on the tool's default switching activity, not on a simulated workload.
